<file path="/design/flow/design.v">
`timescale 1ns / 1ps
module ram(addr, data, select, read, write, bootstrap, clock);
   input [9:0] addr;
   inout [7:0] data;
   input select;
   input read;
   input write;
   input clock;
   input bootstrap;
   reg [7:0] ramcore [1023:0];  
   reg [7:0] datao;
   always @(negedge clock) 
      if (select) begin
         if (write) ramcore[addr] <= data;
         datao <= ramcore[addr];
      end
   assign data = (select&read&~bootstrap) ? datao: 8'bz;
endmodule
</file>
<file path="/design/flow/config.mk">
export PLATFORM = sky130hd
export DESIGN_NAME = ram
export DESIGN_NICKNAME = ram
export VERILOG_FILES = /design/flow/design.v
export SDC_FILE = /design/flow/constraint.sdc
export NUM_CORES = 4
export LEC_CHECK = 1
export CORE_UTILIZATION = 40
export SYNTH_MEMORY_MAX_BITS = 65536
</file>
<file path="/design/flow/run.sh">
#!/bin/bash
# OpenROAD 26Q1-2900-gdf79404cd8, Yosys 0.63+post, stock flow scripts
make -C /OpenROAD-flow-scripts/flow DESIGN_CONFIG=/design/flow/config.mk WORK_HOME=/design/flow/orfs finish
</file>
<file path="/design/flow/constraint.sdc">
current_design ram

set clk_period 40.2
set clk_io_pct 0.2

create_clock -name clk0 -period $clk_period [get_ports {clock}]

set non_clock_inputs [all_inputs -no_clocks]
set_input_delay [expr $clk_period * $clk_io_pct] -clock clk0 $non_clock_inputs
set_output_delay [expr $clk_period * $clk_io_pct] -clock clk0 [all_outputs]
</file>
==> impl_metrics.py <==
# Auto-generated metrics
metrics = {
    "synthesis": {
        "synth.distinct_cells": 61,
        "synth_chip_area_sq_um": 316000,
        "synth-edff-count": 8200,
        "ys_sh_aoi_pct": 3.64,
        "synth.cellmix.simpleShare_pct": 2.93,
        "postSynthSeqShare_pct": 77.9,
        "postSynthRegisterBits": 8200,
        "mux_share_of_post_synthesis_cell_area_pct": 13.9,
        "largest_logic_family": "multiplexers",
        "async_flop_share_pct": 0,
        "synth_top_area_share_pct": 77.9,
        "ys_cells": 16687,
        "largest_area_cell": "edfxtp_1",
        "synthFlopType": "edfxtp_1",
        "synthesis.yosys.warnings": 2,
        "topCellsByArea": "edfxtp_1 (78%), mux2i_1 (8.8%), mux4_2 (4.9%)",
        "post_synth_xor_area_fraction_pct": 0,
        "syn_area_per_cell_sq_um": 18.9,
        "instance_count_of_the_mapped_netlist": 16687,
        "mappedNetlistArea_sq_um": 316000,
        "adder_share_pct": 0,
    },
    "clock_network": {
        "largest_buffer_count_on_any_clock_path": 4,
        "htreeDepth": 6,
        "clock_sink_count": 8200,
        "cts.root.buffer_cell": "clkbuf_16",
        "postCtsSetupRepairBufs": 0,
        "ctsHoldBuffers": 0,
        "post_cts_resize_count": 0,
        "tritoncts_buffer_count": 848,
    },
    "status": {
        "outcome": "did not finish",
        "failing_step": "clock tree synthesis",
        "error_message": "[error] [KeplerFormal.cpp:679] Workflow failed: Iso has multiple drivers: .data6, place1357.X0",
    },
    "die": {
        "die_h_um": 891,
        "top_level_ports": 23,
        "floorplan.core_util_pct": 40.1,
        "rows": 326,
        "die_w_um": 891,
    },
    "place": {
        "detailedPlacementHpwl_um": 535000,
        "place.detailed.instances": 26750,
        "port_buffers": 12,
        "gp_routability_congestion": 0.900,
    },
}
cells by family after synthesis:
family | count (synthesis)
compound gates | 1770
buf+inv | 1085
mux | 3522
flops | 8200
simple gates | 2110
through the flow:
| step | hold slack (ns) | instance area [sq um] | worst slack (ns) | power, uW | utilization, % |
|---|---|---|---|---|---|
| after floorplan | 0.831 | 316000 | 0.0426 | 11800 | - |
| after global placement | 0.815 | 330000 | 5.40 | 12000 | 41.9 |
| after detailed placement | 0.817 | 330000 | 5.40 | 12000 | 41.9 |
synth_stat cells, types with 16 or more instances:
cell and n:
a21oi_1 19, a22oi_1 201, a31oi_1 46, buf_1 130, buf_2 432, buf_4 52, buf_6 16, clkbuf_1 450
edfxtp_1 8200, mux2_2 45, mux2i_1 2780, mux4_2 694, nand2_1 116, nand3_1 137, nand4_1 39, nor2_1 1350
nor3_1 196, nor4_1 183, o2111ai_1 76, o21ai_0 191, o221ai_1 42, o22ai_1 1140
No activity file was given, so power comes from the tool's default toggle rates.
