[flow/design.v]
`timescale 1ns/1ns
module bus_sync_sf #
(
	parameter impl = 0,
	parameter sword = 32
)
(
	input CLK1,
	input CLK2,
	input RST,
	input [sword-1:0] data_in,
	output [sword-1:0] data_out
);
generate
	if (impl) begin
		wire NCLK2;
		assign NCLK2 = ~CLK2;
		reg ECLK1, EECLK1;
		always @(posedge NCLK2) begin
			if(RST == 1'b0) begin
				ECLK1 <= 1'b0;
				EECLK1 <= 1'b0;
			end else begin
				ECLK1 <= CLK1;
				EECLK1 <= ECLK1;
			end
		end
		reg [sword-1:0] reg_data1;
		reg [sword-1:0] reg_data2;
		reg [sword-1:0] reg_data3;
		always @(posedge CLK1) begin
			if(RST == 1'b0) begin
				reg_data1 <= {sword{1'b0}};
			end else begin
				reg_data1 <= data_in;
			end
		end
		always @(posedge CLK2) begin
			if(RST == 1'b0) begin
				reg_data2 <= {sword{1'b0}};
				reg_data3 <= {sword{1'b0}};
			end else begin
				if(EECLK1) begin
					reg_data2 <= reg_data1;
				end
				reg_data3 <= reg_data2;
			end
		end
		assign data_out = reg_data3;
	end else begin
		wire NCLK1;
		assign NCLK1 = ~CLK1;
		reg ECLK2, EECLK2;
		always @(posedge NCLK1) begin
			if(RST == 1'b0) begin
				ECLK2 <= 1'b0;
				EECLK2 <= 1'b0;
			end else begin
				ECLK2 <= CLK2;
				EECLK2 <= ECLK2;
			end
		end
		reg [sword-1:0] reg_data1;
		reg [sword-1:0] reg_data2;
		reg [sword-1:0] reg_data3;
		always @(posedge CLK1) begin
			if(RST == 1'b0) begin
				reg_data1 <= {sword{1'b0}};
				reg_data2 <= {sword{1'b0}};
			end else begin
				reg_data1 <= data_in;
				if(EECLK2) begin
					reg_data2 <= reg_data1;
				end
			end
		end
		always @(posedge CLK2) begin
			if(RST == 1'b0) begin
				reg_data3 <= {sword{1'b0}};
			end else begin
				reg_data3 <= reg_data2;
			end
		end
		assign data_out = reg_data3;
	end
endgenerate
endmodule
`timescale 1ns/1ns
module spi_axi_master #
	(
	parameter  			sword = 32,
	parameter			impl = 0,
	parameter			syncing = 0
	)
	(
	input							CEB,
	input							SCLK,
	input 							DATA,
	output 							DOUT,
	input							RST,
	output 							PICORV_RST,
	input			   CLK,
	output reg         axi_awvalid,
	input              axi_awready,
	output [sword-1:0] axi_awaddr,
	output [3-1:0]     axi_awprot,
	output reg         axi_wvalid,
	input              axi_wready,
	output [sword-1:0] axi_wdata,
	output [4-1:0]     axi_wstrb,
	input              axi_bvalid,
	output reg         axi_bready,
	output reg         axi_arvalid,
	input              axi_arready,
	output [sword-1:0] axi_araddr,
	output [3-1:0]     axi_arprot,
	input              axi_rvalid,
	output reg         axi_rready,
	input  [sword-1:0] axi_rdata
    );
	function integer clogb2;
		input integer value;
		integer 	i;
		begin
			clogb2 = 0;
			for(i = 0; 2**i < value; i = i + 1)
			clogb2 = i + 1;
		end
	endfunction
	localparam numbit_instr = 2;			 
	localparam numbit_address = sword;
	localparam numbit_handshake = numbit_instr+numbit_address+sword;
	localparam numbit_posthandshake = numbit_handshake;
	reg	[numbit_handshake-1:0]	sft_reg;	 
	reg 						we;			 
	reg 						re;			 
	genvar						i;
	always @ (posedge SCLK)
	begin
		if(RST == 1'b0)
		begin
			sft_reg <= {numbit_handshake{1'b0}};					 
		end else if(CEB == 1'b0)
		begin
			sft_reg <= {sft_reg[numbit_handshake-2:0], DATA};		 
		end else
		begin
			sft_reg <= sft_reg;										 
		end
	end
	wire [numbit_posthandshake - 1:0] sync;
	generate if(syncing) begin
		localparam numbit_counter = clogb2(numbit_posthandshake);
		reg [numbit_counter - 1:0] counter;
		always @ (posedge SCLK)
		begin
			if(RST == 1'b0)
			begin
				counter <= {numbit_counter{1'b0}};		 
			end else 
			begin
				if(CEB == 1'b1)
				begin
					counter <= {numbit_counter{1'b0}};	 
				end else
				begin
					counter <= counter+1;				 
				end
			end
		end
		assign sync = (1 << counter);
	end else begin
		reg [numbit_posthandshake - 1:0] counter;
		always @ (posedge SCLK)
		begin
			if (RST == 1'b0)
			begin
				counter <= {{(numbit_posthandshake-1){1'b0}},1'b1};		 
			end else 
			begin
				if (CEB == 1'b1)
				begin
					counter <= {{(numbit_posthandshake-1){1'b0}},1'b1};	 
				end else
				begin
					counter <= counter << 1;						 
				end
			end
		end
		assign sync = counter;
	end
	endgenerate
	always @ (posedge SCLK)
	begin
		if(RST == 1'b0)
		begin
			we <= 1'b0;					 
			re <= 1'b0;
		end else if(CEB == 1'b0)
		begin
			if(sync[0] == 1'b1) begin	
				we <= DATA;
			end
			if(sync[1] == 1'b1) begin
				re <= DATA;
			end
		end
	end
	reg [sword-1:0] A_ADDR;
	reg [sword-1:0] WDATA;
	reg PICORV_RST_SPI;
	always @ (posedge SCLK)
	begin
		if(RST == 1'b0)
		begin
			A_ADDR <= {sword{1'b0}};
			WDATA <= {sword{1'b0}};
			PICORV_RST_SPI <= 1'b0;
		end else if(CEB == 1'b0)
		begin
			if(sync[numbit_instr+sword-1] == 1'b1 && (re ^ we)) begin	
				A_ADDR <= {sft_reg[sword-2:0], DATA};
			end
			if(sync[numbit_instr+sword+sword-1] == 1'b1 && we == 1'b1) begin
				WDATA <= {sft_reg[sword-2:0], DATA};
			end
			if(sync[numbit_instr+sword+sword-1] == 1'b1 && we == 1'b0 && re == 1'b0) begin
				PICORV_RST_SPI <= DATA;
			end
		end
	end
	wire ens, encap_status, encap_rdata, enos_status, enos_rdata, en_status, en_rdata, is_hand;
	wire encap, enos, rdata_notstatus;
	assign ens = |sync[sword+2-1:2];
	assign enos_status = ~we & ~re & ens;
	assign enos_rdata = we & re & ens;
	assign encap_status = ~we & ~DATA & sync[1];
	assign encap_rdata = we & DATA & sync[1];
	assign enos = enos_status | enos_rdata;
	assign encap = encap_status | encap_rdata;
	assign en_status = enos_status | encap_status;
	assign en_rdata = enos_rdata | encap_rdata;
	assign is_hand = en_status | en_rdata;
	assign rdata_notstatus = encap_rdata;
	wire [sword-1:0] status;
	reg busy;	 
	reg rbusy;
	reg wbusy;
	wire [2:0] status_sclk;
	bus_sync_sf #(.impl(0), .sword(3)) bus_sync_status(.CLK1(CLK), .CLK2(SCLK), .RST(RST), .data_in({rbusy, wbusy, busy}), .data_out(status_sclk));
	assign status = {{(sword-3){1'b0}}, status_sclk};
	reg encap_data;	 
	reg [sword-1:0] rdata;
	always @ (posedge CLK)
	begin
		if(RST == 1'b0)
		begin
			rdata <= {sword{1'b0}};		 
		end else if(encap_data == 1'b1)
		begin
			rdata <= axi_rdata;				 
		end
	end
	wire [sword-1:0] rdata_sclk;
	bus_sync_sf #(.impl(0), .sword(sword)) bus_sync_rdata(.CLK1(CLK), .CLK2(SCLK), .RST(RST), .data_in(rdata), .data_out(rdata_sclk));
	wire [sword-1:0] bus_rd;
	assign bus_rd = rdata_notstatus?rdata_sclk:status;
	reg [sword-1:0] bus_cap;
	always @ (posedge SCLK)
	begin
		if(RST == 1'b0)
		begin
			bus_cap <= {sword{1'b0}};		 
		end else if(encap == 1'b1)
		begin
			bus_cap <= bus_rd;				 
		end else if(enos == 1'b1)
		begin
			bus_cap <= bus_cap << 1;		 
		end
	end
	wire DOUTNOZ;
	assign DOUTNOZ = bus_cap[sword-1];
	wire enoz;
	assign enoz = enos;
	assign DOUT = enoz&!CEB?DOUTNOZ:1'bz;
	wire [sword-1:0] A_ADDR_CLK;
	wire [sword-1:0] WDATA_CLK;
	bus_sync_sf #(.impl(1), .sword(sword+sword)) bus_sync_axi_bus(.CLK1(SCLK), .CLK2(CLK), .RST(RST), .data_in({A_ADDR, WDATA}), .data_out({A_ADDR_CLK, WDATA_CLK}));
	assign axi_araddr = A_ADDR_CLK;
	assign axi_awaddr = A_ADDR_CLK;
	assign axi_wdata = WDATA_CLK;
	assign axi_wstrb = 4'b1111;	 
	assign axi_awprot = 3'b000;  
	assign axi_arprot = 3'b000;  
	reg		[3:0]state;
	wire we_clk, re_clk, fini_spi_clk;
	reg fini_spi;
	always @(posedge SCLK) begin
		if(RST == 1'b0) begin
			fini_spi <= 1'b0;
		end else begin
			fini_spi <= sync[numbit_instr+sword+sword-1];
		end
	end
	bus_sync_sf #(.impl(1), .sword(4)) bus_sync_state_machine(.CLK1(SCLK), .CLK2(CLK), .RST(RST), .data_in({PICORV_RST_SPI, we, re, fini_spi}), .data_out({PICORV_RST, we_clk, re_clk, fini_spi_clk}));
	parameter st0_nothing = 0, st1_awvalid = 1, st2_wvalid = 2, st3_wwait = 3, st4_bready = 4, st5_arvalid = 5, st6_rwait = 6, st7_rready = 7, st8_wait_spi = 8;
	always @ (state) begin
		case (state)
			st0_nothing: begin
				axi_arvalid = 1'b0;
				axi_awvalid = 1'b0;
				axi_wvalid = 1'b0;
				axi_rready = 1'b0;
				axi_bready = 1'b0;
				busy = 1'b0;
				rbusy = 1'b0;
				wbusy = 1'b0;
				encap_data = 1'b0; end
			st1_awvalid: begin
				axi_arvalid = 1'b0;
				axi_awvalid = 1'b1;
				axi_wvalid = 1'b0;
				axi_rready = 1'b0;
				axi_bready = 1'b0;
				busy = 1'b1;
				rbusy = 1'b0;
				wbusy = 1'b1;
				encap_data = 1'b0; end
			st2_wvalid: begin
				axi_arvalid = 1'b0;
				axi_awvalid = 1'b1;
				axi_wvalid = 1'b1;
				axi_rready = 1'b0;
				axi_bready = 1'b0;
				busy = 1'b1;
				rbusy = 1'b0;
				wbusy = 1'b1;
				encap_data = 1'b0; end
			st3_wwait: begin
				axi_arvalid = 1'b0;
				axi_awvalid = 1'b1;
				axi_wvalid = 1'b1;
				axi_rready = 1'b0;
				axi_bready = 1'b0;
				busy = 1'b1;
				rbusy = 1'b0;
				wbusy = 1'b1;
				encap_data = 1'b0; end
			st4_bready: begin
				axi_arvalid = 1'b0;
				axi_awvalid = 1'b1;
				axi_wvalid = 1'b1;
				axi_rready = 1'b0;
				axi_bready = 1'b1;
				busy = 1'b1;
				rbusy = 1'b0;
				wbusy = 1'b1;
				encap_data = 1'b0; end
			st5_arvalid: begin
				axi_arvalid = 1'b1;
				axi_awvalid = 1'b0;
				axi_wvalid = 1'b0;
				axi_rready = 1'b0;
				axi_bready = 1'b0;
				busy = 1'b1;
				rbusy = 1'b1;
				wbusy = 1'b0;
				encap_data = 1'b0; end
			st6_rwait: begin
				axi_arvalid = 1'b1;
				axi_awvalid = 1'b0;
				axi_wvalid = 1'b0;
				axi_rready = 1'b0;
				axi_bready = 1'b0;
				busy = 1'b1;
				rbusy = 1'b1;
				wbusy = 1'b0;
				encap_data = 1'b0; end
			st7_rready: begin
				axi_arvalid = 1'b1;
				axi_awvalid = 1'b0;
				axi_wvalid = 1'b0;
				axi_rready = 1'b1;
				axi_bready = 1'b0;
				busy = 1'b1;
				rbusy = 1'b1;
				wbusy = 1'b0;
				encap_data = 1'b1; end
			st8_wait_spi: begin
				axi_arvalid = 1'b0;
				axi_awvalid = 1'b0;
				axi_wvalid = 1'b0;
				axi_rready = 1'b0;
				axi_bready = 1'b0;
				busy = 1'b1;
				rbusy = 1'b0;
				wbusy = 1'b0;
				encap_data = 1'b0; end
			default: begin
				axi_arvalid = 1'b0;
				axi_awvalid = 1'b0;
				axi_wvalid = 1'b0;
				axi_rready = 1'b0;
				axi_bready = 1'b0;
				busy = 1'b0;
				rbusy = 1'b0;
				wbusy = 1'b0;
				encap_data = 1'b0; end
		endcase
	end
	always @ (posedge CLK) begin
		if (RST == 1'b0)
			state <= st0_nothing;
		else
			case (state)
				st0_nothing:
					if(we_clk & ~re_clk & fini_spi_clk)
						state <= st1_awvalid;
					else if(re_clk & ~we_clk & fini_spi_clk)
						state <= st5_arvalid;
					else
						state <= st0_nothing;
				st1_awvalid:
					if (axi_awready)
						state <= st2_wvalid;
					else
						state <= st1_awvalid;
				st2_wvalid:
					if (axi_wready)
						state <= st3_wwait;
					else
						state <= st2_wvalid;
				st3_wwait:
					if (axi_bvalid)
						state <= st4_bready;
					else
						state <= st3_wwait;
				st4_bready:
					state <= st8_wait_spi;
				st5_arvalid:
					if (axi_arready)
						state <= st6_rwait;
					else
						state <= st5_arvalid;
				st6_rwait:
					if (axi_rvalid)
						state <= st7_rready;
					else
						state <= st6_rwait;
				st7_rready:
					state <= st8_wait_spi;
				st8_wait_spi:
					if(~fini_spi_clk)
						state <= st0_nothing;
					else
						state <= st8_wait_spi;
				default:
					state <= st0_nothing;
			endcase
	end
endmodule
[flow/run.sh]
#!/bin/bash
# OpenROAD 26Q1-2900-gdf79404cd8, Yosys 0.63+post, stock flow scripts
make -C /OpenROAD-flow-scripts/flow DESIGN_CONFIG=/design/flow/config.mk WORK_HOME=/design/flow/orfs finish
[flow/config.mk]
export PLATFORM = sky130hd
export DESIGN_NAME = spi_axi_master
export DESIGN_NICKNAME = spi_axi_master
export VERILOG_FILES = /design/flow/design.v
export SDC_FILE = /design/flow/constraint.sdc
export NUM_CORES = 4
export LEC_CHECK = 1
export CORE_UTILIZATION = 50
[flow/constraint.sdc]
current_design spi_axi_master

set clk_period 6.9
set clk_io_pct 0.2

create_clock -name clk0 -period $clk_period [get_ports {CLK}]
create_clock -name clk1 -period $clk_period [get_ports {SCLK}]

set non_clock_inputs [all_inputs -no_clocks]
set_input_delay [expr $clk_period * $clk_io_pct] -clock clk0 $non_clock_inputs
set_output_delay [expr $clk_period * $clk_io_pct] -clock clk0 [all_outputs]
==> impl_metrics.ini <==
; synthesis and place-and-route metrics
[floorplan]
core_um2 = 34500
chipArea_um2 = 35900
pin_count = 155
fp_util_pct = 50.9
fp-row-count = 68
die_x_um = 190
die_h_um = 190

[detailed_routing]
vias_per_cell = 4.78
diodes = 0
wl_per_cell_um = 14.3
drcViolationCount = 0
wl_um = 32500
dr.pass1.iters = 5
ant_nets = 0
drt_iter0_markers = 519
vias = 10854

[setup_path]
crit_fanout = 37
cp-end-kind = flop
crit_type = flop to flop
crit_required_ps = 7340
start_kind = flop
arrival_ps = 5690

[final_timing]
hold_slack_ps = -179
relSlewSlack_pct = 49.1
maxSlewViolCount = 0
rsz0062_at_grt = false
setup_tns_ps = 0
tightest_slew_ps = 764
fin_skew_ps = 44.1
hold_viol = 1
setup_viol = 0

[global_route]
grt_antenna_before_repair = 0
grt_use_total_pct = 19.6
grt_pass1_wl_um = 54300
grt_max_degree = 108
grt_pass1_vias = 10417
grt-ovfl-total = 0

[run]
maxCapViolCount = 0
warnings = 32

[synthesis]
ys_area_um2 = 17600
ys_cells = 1678
synth_area_um2 = 17600
ys_ff = 550
yosysWarnings = 6
syn_inst = 1678
synth-seq-area-share_pct = 62.6
async_reset_ff_share_pct = 0
ff_type = dfxtp_1
avgSynthCellArea_um2 = 10.5
edf_count = 0
synth.distinct_cells = 45

[cells_and_area]
layout_top_cell = dfxtp_1
design_area_um2 = 21200
largest_register_ffs = 66
final_core_util_pct = 61.5
top_register = genblk1.counter
synthToLayoutAreaGrowth_pct = 20.8
layout_top_cells = dfxtp_1 (548), nor2_1 (242), mux2i_1 (198)
drive_gt1_share_pct = 7.88

[status]
violations = negative hold slack
run_status = complete, but fails checks

[placement]
placed_cell_area_um2 = 19000
io_buffers = 143
gp_congestion = 0.774
dp_hpwl_um = 18000

[clock_tree]
post_cts_buffers = 0
clk_pin_slew_ps = 60
cts-hold-fix-buffers = 0
cts_resized = 0
cts_tree = built

[power]
ir_worst_vdd_mv = 0.256
powerDensity_nw_per_um2 = 326
total_leakage_power_uw = 0.00936

[hold_path]
hp-class = clock port to flop
## where the power goes
part | switching, µW | internal [µW]
combinational | 108 | 89.3
sequential | 29.4 | 3180
clock | 1350 | 2170
## critical path, cell delays in order (launching register included)
cell,delay (ps)
dfxtp_4,830
buf_4,450
mux2i_1,260
nor2_1,60
## area by class of cell
class	count	area, µm²
fillers	2805	13300
flip-flops and latches	550	11000
multi-input cells	920	5570
clock buffers	76	1740
repair buffers	161	1580
well taps	455	569
clock inverters	39	510
inverters	68	260
## worst paths after layout
check / start / end / slack (ps) / cells after the start
min in group clk1: bus_sync_rdata.genblk1.reg_data2[19] / bus_sync_rdata.genblk1.reg_data3[19] / 360 / 1
worst min-delay path: SCLK / bus_sync_rdata.genblk1.ECLK2 / -180 / 3
worst min register to register: bus_sync_rdata.genblk1.reg_data2[19] / bus_sync_rdata.genblk1.reg_data3[19] / 360 / 1
worst max-delay path: bus_sync_rdata.genblk1.EECLK2 / bus_sync_axi_bus.genblk1.reg_data2[44] / 1650 / 3
worst max register to register: bus_sync_rdata.genblk1.EECLK2 / bus_sync_axi_bus.genblk1.reg_data2[44] / 1650 / 3
max in group clk1: RST / A_ADDR[20] / 4090 / 5
## Yosys cell counts (all sizes together), types with 3 or more instances
library cell	instances	share of area (%)
o21ai	33	0.98
nand2b	3	0.11
mux2i	198	11
nor2	243	5.2
nor2b	5	0.18
a21oi	68	1.9
buf	72	2.8
and2	147	5.2
nor4	8	0.28
o22ai	3	0.18
nand4	5	0.18
nand2	100	2.1
and3	66	2.4
dfxtp	550	63
clkbuf	75	1.6
nand3	6	0.17
inv	69	1.5
## metrics by stage
stage / power, µW / instances / setup WS (ps) / hold slack [ps]
2_1_floorplan: 3430 / 1686 / 1250 / 165
5_1_grt: 7180 / 2269 / 1570 / -189
4_1_cts: 7030 / 2269 / 1640 / -193
3_3_place_gp: 3490 / 2155 / 1300 / 165
6_report: 6930 / 2269 / 1650 / -179
3_5_place_dp: 3490 / 2155 / 1280 / 165
## routing by layer
layer | wire length [µm] | part of all wire (%) | global-route usage, %
met1 | 16800 | 52 | 33.9
met3 | 1830 | 5.6 | 4.50
met4 | 890 | 2.7 | 4.84
met2 | 12900 | 40 | 26.0
met5 | 0 | 0 | 0
## cells by family after synthesis
family	share of synthesized area [%]
simple gates	16.0
other cells	0.0427
mux	11.3
xor+xnor	0.0498
buf+inv	5.91
fa+ha+maj	0.142
flops	62.6
compound gates	3.98
Power figures rest on the tool's default switching activity, not on a simulated workload.
